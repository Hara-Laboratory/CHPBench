## ./run.sh

```bash
#!/bin/bash
# OpenROAD 26Q1-2900-gdf79404cd8, Yosys 0.63+post, stock flow scripts
make -C /OpenROAD-flow-scripts/flow DESIGN_CONFIG=/design/flow/config.mk WORK_HOME=/design/flow/orfs finish
```

## ./config.mk

```make
export PLATFORM = sky130hd
export DESIGN_NAME = speck_toplevel
export DESIGN_NICKNAME = speck_toplevel
export VERILOG_FILES = /design/flow/design.v
export SDC_FILE = /design/flow/constraint.sdc
export NUM_CORES = 4
export LEC_CHECK = 1
export CORE_UTILIZATION = 30
```

## ./constraint.sdc

```tcl
current_design speck_toplevel

set clk_period 117.6
set clk_io_pct 0.2

create_clock -name clk0 -period $clk_period [get_ports {clk}]

set non_clock_inputs [all_inputs -no_clocks]
set_input_delay [expr $clk_period * $clk_io_pct] -clock clk0 $non_clock_inputs
set_output_delay [expr $clk_period * $clk_io_pct] -clock clk0 [all_outputs]
```

## ./design.v

```verilog
`timescale 1ns / 1ps
module bitSpeck128_128_hierarchy_carry_sharing(		
		input clk,
		input data_ina, data_inb, data_inc,
		input k_data_ina, k_data_inb, k_data_inc,
		input carry_init_a,carry_init_b,carry_init_c,
		input we, Start,
		output [1:0] cipher_out1, cipher_out2, cipher_out3,
		output rndlessthan32);
reg [5:0] roundcnt;
reg [5:0] shiftcnt;
wire shiftlessthan8, shiftlessthan3, rnd0;
assign shiftlessthan8 = (shiftcnt < 8);
assign shiftlessthan3 = (shiftcnt < 3);
assign rndlessthan32 = (roundcnt < 32);
assign rnd0 =roundcnt[0];
wire rc;
assign rc = (shiftcnt == 6'd0) ? roundcnt[0]: 
					((shiftcnt == 6'd1) ? roundcnt[1]: 
					 ((shiftcnt == 6'd2) ? roundcnt[2]:
						((shiftcnt == 6'd3) ? roundcnt[3]:
						 ((shiftcnt == 6'd4) ? roundcnt[4]:
						  ((shiftcnt == 6'd5) ? roundcnt[5] : 1'b0)))));
assign EN = (rndlessthan32) && (shiftcnt != 6'd63)  && (Start);
always @(posedge clk) begin  
   if (~Start) begin		 
		roundcnt <= 6'd0;
		shiftcnt <= 6'd0;
	end
	else begin  
		if (rndlessthan32) begin
			shiftcnt <= shiftcnt + 1;
			if(~EN) begin
				roundcnt <= roundcnt + 1;
			end	
		end
	end	 
end
wire X_m1, X_m2, X_m3, Y_m1, Y_m2, Y_m3, C_m1, C_m2, C_m3;
wire K_X_m1, K_X_m2, K_X_m3, K_Y_m1, K_Y_m2, K_Y_m3, K_C_m1, K_C_m2, K_C_m3;
wire share_out1, share_out2, share_out3; 
wire share_out11, share_out22, share_out33; 
share datapath1(clk, we, Start, EN,data_ina,  shiftlessthan8, shiftlessthan3, rndlessthan32, 
						rnd0, K_Y_m1, X_m2, Y_m2, C_m2, carry_init_a, X_m1, Y_m1, C_m1, share_out1, share_out11);
share datapath2(clk, we, Start, EN,data_inb,  shiftlessthan8, shiftlessthan3, rndlessthan32, 
						rnd0, K_Y_m2, X_m3, Y_m3, C_m3, carry_init_b, X_m2, Y_m2, C_m2, share_out2, share_out22);
share datapath3(clk, we, Start, EN,data_inc,  shiftlessthan8, shiftlessthan3, rndlessthan32, 
						rnd0, K_Y_m3, X_m1, Y_m1, C_m1, carry_init_c, X_m3, Y_m3, C_m3, share_out3, share_out33);
key_share keysch1(clk, we, Start, EN,k_data_ina, shiftlessthan8, shiftlessthan3, 
						rndlessthan32, rnd0, rc, K_X_m2, K_Y_m2, K_C_m2, K_X_m1, K_Y_m1, K_C_m1);
key_share keysch2(clk, we, Start, EN,k_data_inb,  shiftlessthan8, shiftlessthan3, 
						rndlessthan32, rnd0, 1'b0, K_X_m3, K_Y_m3, K_C_m3, K_X_m2, K_Y_m2, K_C_m2);
key_share keysch3(clk, we, Start, EN,k_data_inc,  shiftlessthan8, shiftlessthan3, 
						rndlessthan32, rnd0, 1'b0, K_X_m1, K_Y_m1, K_C_m1, K_X_m3, K_Y_m3, K_C_m3);
assign cipher_out1 = {share_out1, share_out11};
assign cipher_out2 = {share_out2, share_out22};
assign cipher_out3 = {share_out3, share_out33};
endmodule
module share(
       input clk, we, Start, EN,
		 input share_in,
		 input shiftlessthan8, shiftlessthan3, rndlessthan32,rnd0,
		 input keybit,
		 input Xbit_else, Ybit_else, carry_else, carry_init,
		 output wire Xbit_mine, Ybit_mine, carry_mine, 
		 output wire share_out_x, share_out_y);
wire X_out, Y_out;
wire X_carry;
reg [55:0] X_63_8;
reg [7:0] X_7_0;
reg [60:0] Y_60_0;
reg [2:0]  Y_63_61_even, Y_63_61_odd;
assign X_carry = (shiftlessthan8) ? X_7_0[0] : X_out;
wire Y_carry_even, Y_carry_odd, Y_carry_60_0, Y_carry;
assign Y_carry_even = rnd0 ? Y_out : Y_60_0[0];  
assign Y_carry_odd  = rnd0 ? Y_60_0[0] : Y_out;
assign Y_carry      = rnd0 ? Y_63_61_odd[0]: Y_63_61_even[0];
assign Y_carry_60_0 = rnd0 ? ((shiftlessthan3) ? Y_63_61_odd[0]  : Y_63_61_even[0]): 
												 ((shiftlessthan3) ? Y_63_61_even[0] :  Y_63_61_odd[0]);
assign Xbit_mine = X_63_8[0];
assign Ybit_mine = Y_60_0[0];
always @ (posedge clk) begin
	if (we) begin
		{X_63_8, X_7_0, Y_63_61_even, Y_60_0} <= {share_in, X_63_8, X_7_0, Y_63_61_even, Y_60_0[60:1]}; 
	end
	else if (Start) begin
		if (rndlessthan32) begin
			if (shiftlessthan8) begin
				X_7_0 <= {X_out, X_7_0[7:1]};
			end
			X_63_8 <= {X_carry, X_63_8[55:1]};
			Y_60_0       <= {Y_carry_60_0, Y_60_0[60:1]};
			Y_63_61_even <= {Y_carry_even, Y_63_61_even[2:1]};
			Y_63_61_odd  <= {Y_carry_odd,  Y_63_61_odd[2:1]};
		end
		else begin
			{X_63_8, X_7_0} <= {1'b0, X_63_8, X_7_0[7:1]}; 
			{Y_63_61_even, Y_60_0} <= {1'b0, Y_63_61_even, Y_60_0[60:1]}; 
		end
	end
end
assign share_out_x = X_7_0[0];
assign share_out_y = Y_60_0[0];
share_roundTI myRound(clk, EN, keybit, Xbit_mine, Ybit_mine, Y_carry, Xbit_else, Ybit_else, carry_else, carry_init, X_out, Y_out, carry_mine);
endmodule
module share_roundTI(
		input clk, EN,
		input keybit, Xbit, Ybit1, Ybit2,
		input Xbit_else, Ybit_else, carry_else, carry_init,
		output X_out, Y_out,
		output reg carry);
assign X_out = carry ^ Xbit ^ Ybit1 ^ keybit;
assign Y_out = X_out ^ Ybit2;
always @(posedge clk) begin
	if(~EN) begin
		carry <= carry_init;
	end
	else begin
		carry <= (Xbit && carry) ^ (Xbit && carry_else) ^ (Xbit_else && carry) 
				  ^ (Xbit && Ybit1) ^ (Xbit && Ybit_else) ^ (Xbit_else && Ybit1)  
				  ^ (Ybit1 && carry) ^ (Ybit1 && carry_else) ^ (Ybit_else && carry);
	end
end
endmodule
module key_share(
       input clk, we, Start, EN,
		 input share_in,
		 input shiftlessthan8, shiftlessthan3, rndlessthan32,rnd0,
		 input keybit,
		 input Xbit_else, Ybit_else, carry_else,
		 output wire Xbit_mine, Ybit_mine, carry_mine);	 
wire X_out, Y_out;
wire X_carry;
reg [55:0] X_63_8;
reg [7:0] X_7_0;
assign X_carry = (shiftlessthan8) ? X_7_0[0] : X_out;
wire Y_carry_even, Y_carry_odd, Y_carry_60_0, Y_carry;
reg [60:0] Y_60_0;
reg [2:0]  Y_63_61_even, Y_63_61_odd;
assign Y_carry_even = rnd0 ? Y_out : Y_60_0[0];  
assign Y_carry_odd  = rnd0 ? Y_60_0[0] : Y_out;
assign Y_carry      = rnd0 ? Y_63_61_odd[0]: Y_63_61_even[0];
assign Y_carry_60_0 = rnd0 ? ((shiftlessthan3) ? Y_63_61_odd[0]  : Y_63_61_even[0]): 
												 ((shiftlessthan3) ? Y_63_61_even[0] :  Y_63_61_odd[0]);
assign Xbit_mine = X_63_8[0];
assign Ybit_mine = Y_60_0[0];
always @ (posedge clk) begin
	if (we) begin
		{X_63_8, X_7_0, Y_63_61_even, Y_60_0} <= {share_in, X_63_8, X_7_0, Y_63_61_even, Y_60_0[60:1]}; 
	end
	else if (Start) begin
		if (rndlessthan32) begin
			if (shiftlessthan8) begin
				X_7_0 <= {X_out, X_7_0[7:1]};
			end
			X_63_8 <= {X_carry, X_63_8[55:1]};
			Y_60_0       <= {Y_carry_60_0, Y_60_0[60:1]};
			Y_63_61_even <= {Y_carry_even, Y_63_61_even[2:1]};
			Y_63_61_odd  <= {Y_carry_odd,  Y_63_61_odd[2:1]};
		end
	end
end
key_share_roundTI myRound(clk, EN, keybit, Xbit_mine, Ybit_mine, Y_carry, Xbit_else, Ybit_else, carry_else, X_out, Y_out, carry_mine);
endmodule
module key_share_roundTI(
		input clk, EN,
		input keybit, Xbit, Ybit1, Ybit2,
		input Xbit_else, Ybit_else, carry_else,
		output X_out, Y_out,
		output reg carry);
assign X_out = carry ^ Xbit ^ Ybit1 ^ keybit;
assign Y_out = X_out ^ Ybit2;
always @(posedge clk) begin
	if(~EN) begin
		carry <= 1'b0;
	end
	else begin
		carry <= (Xbit && carry) ^ (Xbit && carry_else) ^ (Xbit_else && carry) 
				  ^ (Xbit && Ybit1) ^ (Xbit && Ybit_else) ^ (Xbit_else && Ybit1)  
				  ^ (Ybit1 && carry) ^ (Ybit1 && carry_else) ^ (Ybit_else && carry);
	end
end
endmodule
module speck_toplevel(
    input clk,
    input reset,
    input start,
    input [767:0] d_in,
    output reg done,
    output reg [127:0] cipher_out
);
    reg data_ina, data_inb, data_inc;
    reg k_data_ina, k_data_inb, k_data_inc;
    reg carry_init_a, carry_init_b, carry_init_c;
    reg we, Start;
    wire [1:0] cipher_out1, cipher_out2, cipher_out3;
    wire rndlessthan32;
    reg [255:0] pka, pkb, pkc;
    reg [7:0] cycle;
    reg [1:0] state;
    localparam IDLE = 2'b00,
               LOAD_DATA = 2'b01,
               ENCRYPTION = 2'b10,
               XOR_OUTPUT = 2'b11;
    bitSpeck128_128_hierarchy_carry_sharing uut (
        .clk(clk), 
        .data_ina(data_ina), 
        .data_inb(data_inb), 
        .data_inc(data_inc), 
        .k_data_ina(k_data_ina), 
        .k_data_inb(k_data_inb), 
        .k_data_inc(k_data_inc), 
        .carry_init_a(carry_init_a),
        .carry_init_b(carry_init_b),
        .carry_init_c(carry_init_c),
        .we(we), 
        .Start(Start),
        .cipher_out1(cipher_out1), 
        .cipher_out2(cipher_out2), 
        .cipher_out3(cipher_out3), 
        .rndlessthan32(rndlessthan32)
    );
    always @(posedge clk or posedge reset) begin
        if (reset) begin
            done <= 0;
            cipher_out <= 0;
            we <= 0;
            Start <= 0;
            cycle <= 0;
            carry_init_a <= 1;
            carry_init_b <= 0;
            carry_init_c <= 1;
            pka <= 0;
            pkb <= 0;
            pkc <= 0;
            state <= IDLE;
        end else begin
            case (state)
                IDLE: begin
                    if (start) begin
                        cycle <= 0;
                        state <= LOAD_DATA;
                    end
                end
                LOAD_DATA: begin
                    if (cycle < 128) begin
                        pka[cycle + 128] <= d_in[cycle + 512];
                        pkb[cycle + 128] <= d_in[cycle + 256];
                        pkc[cycle + 128] <= d_in[cycle];
                        pka[cycle] <= d_in[cycle + 384];
                        pkb[cycle] <= d_in[cycle + 128];
                        pkc[cycle + 640] <= d_in[cycle + 640];
                        cycle <= cycle + 1;
                    end else begin
                        cycle <= 0;
                        state <= ENCRYPTION;
                    end
                end
                ENCRYPTION: begin
                    if (cycle < 128) begin
                        we <= 1;
                        data_ina <= pka[cycle + 128];
                        data_inb <= pkb[cycle + 128];
                        data_inc <= pkc[cycle + 128];
                        k_data_ina <= pka[cycle];
                        k_data_inb <= pkb[cycle];
                        k_data_inc <= pkc[cycle];
                        cycle <= cycle + 1;
                    end else begin
                        we <= 0;
                        Start <= 1;
                        if (!rndlessthan32) begin
                            cycle <= 0;
                            state <= XOR_OUTPUT;
                        end
                    end
                end
                XOR_OUTPUT: begin
                    if (cycle < 64) begin
                        cipher_out[cycle*2 +: 2] <= cipher_out1 ^ cipher_out2 ^ cipher_out3;
                        cycle <= cycle + 1;
                    end else begin
                        done <= 1;
                        state <= IDLE;
                    end
                end
            endcase
        end
    end
endmodule
```

==> run_results.csv <==
group,metric,value,unit
die,core,274000,um2
yosys,yosysWarnings,7,
worst_setup_path,reg2reg_setup_slack,109870,ps
sta,fin_crit_sh,24.2,%
worst_setup_path,path_depth,13,
yosys,yosysMostFrequentCell,"dfrtp_1",
worst_setup_path,startpoint,"d_in[471]",
yosys,synth_flops,1720,
yosys,synthDistinctLibCells,94,
placed_design,post-place-ws,88700,ps
die,die-width,528,um
yosys,largest_area_cell,"edfxtp_1",
global_routing,grt_pass1_wl,558000,um
sta,rsz0062_at_grt,"false",
cts,numCtsBuffers,190,
cts,cts_setup_buffers,0,
route,drtIter0Drc,7395,
yosys,async_flop_share,52.9,%
pwr,p_per_area,12.3,nW/um2
route,viasPerCell,5.97,
cts,cts-resized-gates,0,
cts,cts.path.max_buffers,4,
worst_setup_path,rr_worst_depth,15,
worst_setup_path,end_kind,"flop",
worst_setup_path,reg2reg_to,"pka[74]",
sta,fin_tns_setup,0,ps
yosys,synth-edff-count,792,
global_routing,grt_pass1_vias,70000,
die,die-height,528,um
cts,ctsRootBufferMaster,"clkbuf_16",
yosys,syn_area_per_cell,12.0,um2
yosys,postSynthSeqShare,56.5,%
worst_setup_path,r2r-start,"cycle[2]",
cts,clk_latency,900,ps
finish,layout.cells.non_filler,11700,
global_routing,gr-usage-all-layers,30.2,%
worst_setup_path,crit_family,"AND-OR/OR-AND gates",
yosys,top_cell_area_share,28.7,%
global_routing,antenna_found_initial,72,
cts,tritoncts,"built",
cts,clk_pin_slew_worst_paths,60,ps
cts,numClockSinks,1720,
outcome,outcome,"finished, final reports clean",
yosys,yosys.stat.chipArea,83000,um2
global_routing,grt_overflow,0,
cts,htree_levels,4,
worst_setup_path,slowest_delay,1160,ps
yosys,ys_top_cells_by_count,"dfrtp_1 (909), nand2_1 (796), edfxtp_1 (792), o21ai_0 (619), a21oi_1 (593)",
sta,finalWorstPathRequiredPeriod,28410,ps
pwr,ir_worst_vdd,9.87,uV
pwr,leakagePower,37.8,nW
worst_setup_path,cp_max_fo,32,
die,io_pins,900,
sta,timing.final.ws_setup,89190,ps
sta,setup_viol,0,
sta,whs,345,ps
sta,maxSlewViolCount,0,
placed_design,dp_hpwl,288000,um
yosys,synth-cells-yosys,6933,
worst_setup_path,cp_slowest_cell,"a221oi_1",
min_path,min_path_type,"reg2reg",
die,dieArea,279000,um2
finish,synthToLayoutAreaGrowth,24.9,%
worst_setup_path,cp-endpoint,"pka[74]",
flow_run,warnings,47,
die,rows,192,
worst_setup_path,crit_arrival,29180,ps
worst_setup_path,criticalPathCategory,"in2reg",
yosys,ff_type,"dfrtp_1",
yosys,netlist_area,83000,um2
flow_run,max-cap-violations,0,
route,wire_per_inst,34.6,um
route,drt-pass1-iter-count,6,
yosys,topCellsByArea,"edfxtp_1 (29%), dfrtp_1 (27%), mux4_2 (11%)",
worst_setup_path,worst_path_most_repeated_cell,"buf_4",
placed_design,io_buffers,899,
die,fp_util,30.3,%
route,wirelength,406000,um
sta,worst_pin_slew,1420,ps
finish,layout-drive-gt1-share,16.6,%
route,vias,70000,
global_routing,grt_max_degree,142,
sta,fmax,35.2,MHz
route,drc,0,
placed_design,gp_congestion,1.07,
worst_setup_path,path_cells,"clkdlybuf4s50_1, mux4_2, mux2i_1, buf_4, nor3_1, o31ai_1, a221oi_1, o21bai_2, or2_2, buf_4, buf_4, nor2_1, a211oi_1",
yosys,synthCells,6933,
cts,hold_buffers,0,
min_path,hold_depth,0,
sta,hold_violations,0,
route,antenna_left,0,
sta,skew,102,ps
sta,relSlewSlack,5.59,%
worst_setup_path,crit_buf_inv,4,
finish,final.fill_count,26000,
worst_setup_path,startpoint_type,"primary input",
worst_setup_path,cp.required,118370,ps
placed_design,dpl.cell_count,11400,
## kinds of logic (layout without fill, tap and decap cells)
kind of cell             Yosys count  after routing  share of synthesized area [%]
AND-OR/OR-AND                   2129           2129                           16.0
XOR/XNOR                          76             76                          0.802
adder cells (fa/ha/maj)           16             16                          0.241
buffers and inverters            570           1649                           3.11
flip-flops                      1720           1720                           56.5
multiplexers                     674            674                           14.4
other                              0             41                              0
AND/OR/NAND/NOR                 1748           1748                           8.94
## how the worst min path moves through the flow
stage                                  start                      to  slack, ps
final                 uut.keysch1.Y_60_0[48]  uut.keysch1.Y_60_0[47]        350
after global routing   uut.keysch3.X_63_8[9]   uut.keysch3.X_63_8[8]        340
after CTS             uut.keysch1.X_63_8[48]  uut.keysch1.X_63_8[47]        330
## cells in the final DEF, fill, tap and decap left out, types with 19 or more instances in the layout
| cell | count |
|---|---|
| dfrtp_1 | 903 |
| clkdlybuf4s50_1 | 899 |
| nand2_1 | 795 |
| edfxtp_1 | 792 |
| o21ai_0 | 617 |
| a21oi_1 | 593 |
| nor2_1 | 493 |
| mux4_2 | 400 |
| buf_4 | 385 |
| clkbuf_16 | 196 |
| nor3_1 | 156 |
| a221oi_1 | 152 |
| mux2_2 | 150 |
| a31oi_1 | 123 |
| mux2i_1 | 118 |
| o22ai_1 | 96 |
| nand3_1 | 95 |
| a22oi_1 | 85 |
| a211oi_1 | 82 |
| o221ai_1 | 71 |
| o31ai_1 | 52 |
| clkbuf_1 | 43 |
| diode_2 | 41 |
| xnor2_1 | 41 |
| a221o_1 | 33 |
| clkinv_2 | 33 |
| nor2_2 | 32 |
| xor2_1 | 31 |
| o2bb2ai_1 | 29 |
| and2_1 | 27 |
| nand2b_1 | 26 |
| o21ai_1 | 22 |
| a311oi_1 | 19 |
## power breakdown
part           internal [mW]  switching [mW]  total [mW]
logic                 0.0293          0.0250      0.0543
clock network          0.350           0.249       0.599
registers              0.625        0.000231       0.625
## routing by layer
metal	vias up	GRT usage [%]	share of wire [%]
li1	28700	-	-
met1	35100	37.8	36
met2	4878	39.3	40
met3	1274	20.3	17
met4	78	16.9	7.1
met5	-	0.398	0.15
## layout make-up
class,count,area [um2],area share [%]
repair buffers,1294,12100,11.6
diodes,41,103,0.0990
well taps,3686,4610,4.45
flip-flops and latches,1720,46900,45.3
clock buffers,256,5300,5.11
multi-input cells,4643,33700,32.5
inverters,24,103,0.0990
clock inverters,75,817,0.788
## state kept, by name (all words and copies together), names as in the netlist, 128 cells and up
| signal | count |
|---|---|
| cipher_out | 128 |
| pkc | 255 |
| pkb | 256 |
| pka | 256 |
## metrics by stage
stage                     power (mW)  cell area [um2]  utilization (%)
after floorplan                0.652            83000                -
after global placement         0.690            97400             35.5
after detailed placement       0.691            97400             35.5
after CTS                       1.29           104000             37.7
after global routing            1.31           104000             37.8
final                           1.28           104000             37.8
## worst register-to-register path, cell delays in order (launching register included)
cell,delay (ps)
dfrtp_4,630
buf_4,540
buf_4,640
buf_12,400
mux4_2,550
mux2i_1,240
buf_4,310
nor3_1,320
o31ai_1,180
a221oi_1,1160
o21bai_2,330
or2_2,610
buf_4,460
buf_4,570
nor2_1,420
a211oi_1,320
Power is estimated from default activity; no workload was simulated.
